[flow/config.mk]
export PLATFORM = sky130hd
export DESIGN_NAME = JumpBranchUnit
export DESIGN_NICKNAME = JumpBranchUnit
export VERILOG_FILES = /design/flow/design.v
export SDC_FILE = /design/flow/constraint.sdc
export NUM_CORES = 4
export LEC_CHECK = 1
export CORE_AREA = 10 10 121 121
export DIE_AREA = 0 0 131 131
[flow/constraint.sdc]
current_design JumpBranchUnit

set clk_period 35.0
set clk_io_pct 0.2

create_clock -name clk0 -period $clk_period

set non_clock_inputs [all_inputs -no_clocks]
set_input_delay [expr $clk_period * $clk_io_pct] -clock clk0 $non_clock_inputs
set_output_delay [expr $clk_period * $clk_io_pct] -clock clk0 [all_outputs]
[flow/design.v]
package Pipe_Buf_Reg_PKG;
  typedef struct packed {
    logic [8:0]  Curr_Pc;
    logic [31:0] Curr_Instr;
  } if_id_reg;
  typedef struct packed {
    logic        ALUSrc;
    logic        MemtoReg;
    logic        RegWrite;
    logic        MemRead;
    logic        MemWrite;
    logic [1:0]  ALUOp;
    logic        Branch;
    logic        Jump;           
    logic [1:0]  JumpType;       
    logic        Halt;           
    logic [8:0]  Curr_Pc;
    logic [31:0] RD_One;
    logic [31:0] RD_Two;
    logic [4:0]  RS_One;
    logic [4:0]  RS_Two;
    logic [4:0]  rd;
    logic [31:0] ImmG;
    logic [2:0]  func3;
    logic [6:0]  func7;
    logic [31:0] Curr_Instr;
  } id_ex_reg;
  typedef struct packed {
    logic        RegWrite;
    logic        MemtoReg;
    logic        MemRead;
    logic        MemWrite;
    logic        Jump;           
    logic [1:0]  JumpType;       
    logic        Halt;           
    logic [31:0] Pc_Imm;
    logic [31:0] Pc_Four;
    logic [31:0] PC_Plus4;       
    logic [31:0] Imm_Out;
    logic [31:0] Alu_Result;
    logic [31:0] RD_Two;
    logic [4:0]  rd;
    logic [2:0]  func3;
    logic [6:0]  func7;
    logic [31:0] Curr_Instr;
  } ex_mem_reg;
  typedef struct packed {
    logic        RegWrite;
    logic        MemtoReg;
    logic        Jump;           
    logic [1:0]  JumpType;       
    logic        Halt;           
    logic [31:0] Pc_Imm;
    logic [31:0] Pc_Four;
    logic [31:0] PC_Plus4;       
    logic [31:0] Imm_Out;
    logic [31:0] Alu_Result;
    logic [31:0] MemReadData;
    logic [4:0]  rd;
    logic [31:0] Curr_Instr;
  } mem_wb_reg;
endpackage
`timescale 1ns / 1ps
module JumpBranchUnit #(
    parameter PC_W = 9
) (
    input logic [PC_W-1:0] Cur_PC,
    input logic [31:0] Imm,
    input logic [31:0] SrcA,         
    input logic Branch,
    input logic Jump,
    input logic [1:0] JumpType,      
    input logic [31:0] AluResult,
    output logic [31:0] PC_Imm,
    output logic [31:0] PC_Four,
    output logic [31:0] BrPC,
    output logic [31:0] PC_Plus4_Out,   
    output logic PcSel
);
  logic Branch_Sel;
  logic Jump_Sel;
  logic [31:0] PC_Full;
  logic [31:0] JALR_Target;
  assign PC_Full = {23'b0, Cur_PC};
  assign PC_Plus4_Out = PC_Full + 32'd4;   
  assign PC_Imm = PC_Full + Imm;
  assign PC_Four = PC_Full + 32'd4;
  assign JALR_Target = (SrcA + Imm) & 32'hFFFFFFFE;
  assign Branch_Sel = Branch && AluResult[0];   
  assign Jump_Sel = Jump;                       
  always_comb begin
    if (Jump_Sel) begin
      case (JumpType)
        2'b01: BrPC = PC_Imm;         
        2'b10: BrPC = JALR_Target;    
        default: BrPC = PC_Four;
      endcase
    end else if (Branch_Sel) begin
      BrPC = PC_Imm;                  
    end else begin
      BrPC = PC_Four;                 
    end
  end
  assign PcSel = Branch_Sel || Jump_Sel;   
endmodule
[flow/run.sh]
#!/bin/bash
# OpenROAD 26Q1-2900-gdf79404cd8, Yosys 0.63+post, stock flow scripts
make -C /OpenROAD-flow-scripts/flow DESIGN_CONFIG=/design/flow/config.mk WORK_HOME=/design/flow/orfs finish
==> design notes <==
The flow ran to the end, and the final reports show no timing, DRC or antenna violations. The sequential share of power was 0. The master of the slowest instance on the critical path is clkdlybuf4s50_1. The floorplan step defined a core boundary enclosing 0.0121 mm2. In the final layout, the multi-input gates occupy 0.00295 mm2. The portion of total power attributed to combinational logic is 1.000, and the layout cell share with drive strength beyond 1 is 0.0213. The count of max-cap constraint violations was 0; the post-route antenna net violation count was 0.

The number of antenna violations at the first check in global routing was 0. The critical path is of the in -> out type. The tools report the number of standard cells after synthesis as 473. The worst setup path is launched from a primary input.

The post-synthesis share of cell area spent on and, or, nand and nor gates is 0.207, and the routed via count is 3,686. The area reported by Yosys stat was 0.00332 mm2. After detailed routing, the number of remaining DRC violations is 0.

The routed design ends up with an antenna cell count of 0. Internal power comes to 0.0419 mW. The number of fillers in the final layout was 1,222. The post-synthesis cell area came out at 0.00332 mm2.

The run gives 0.443 for the fraction of power spent switching nets. The count of synthesis-stage warnings from yosys was 1. Share of the clock period used by the worst path: 0.498. In the post-route report, total wirelength is listed as 12,500 um. The run gives 0.290 for the complex-gate fraction of the synthesized area. The logs give 0.275 for the floorplan-stage core utilization and 0.919 for the final estimated routing congestion in global placement. Dividing the detail-routed wire length by the instance count gives 16.1 um. The run gives 0.169 for the xor and xnor area share after synthesis.

The final layout contains a sequential cell count of 0. The via count of the first global-routing pass is 3,539. In this design, the stage delay of the slowest critical-path cell is 480 ps. The final max-slew violation count recorded for this run is 0. The detailed router finished its first iteration with 210 violations. In this run the horizontal extent of the chip is 131 um. The first global-routing pass estimated 18,500 um of wire. The run gives 14,910 ps as the smallest hold slack. The number of setup violations in the final report is 0.

Per the layout area report, the register area comes to 0 um2. Total half-perimeter wirelength after legalization and detailed placement: 11,100 um. In this run the power density over the cells is 15.5 mW/mm2. By area, the combinational part of the netlist is dominated by AND-OR/OR-AND gates. The synthesized area per cell came out at 7.01 um2. The achievable clock frequency was 57.3 MHz; the total die area was 0.0172 mm2. The arrival time reported for the critical path endpoint was 10,440 ps; the overall power consumption was 0.0751 mW. The script extracted a total leakage power of 2.04 nW.

The run gives 0 for the leftover overflow at the end of global routing. For reference, the final report shows the hold violation count at 0. For the tally of unique sky130hd cells used after synthesis, the log shows 59. The critical path endpoint has a required time of 28,000 ps. Transition time of the tightest slew-check pin: 780 ps. The multiplexer fraction of the synthesized cell area came out at 0.00302.

Before antenna repair, the detailed router went through 4 iterations. The proportion of synthesized chip area in sequential cells was 0; the largest vdd supply drop was 4.11 uV. The number of hold buffers added after CTS was 0. The routed design could run at a clock period as short as 17,440 ps. Proportion of power drawn by the clock network: 0. For the power spent charging and discharging nets, the log shows 0.0333 mW. According to the I/O placement log, the pin count is 238. The adder and majority cell fraction of the synthesized area works out to 0.171. The area growth from synthesis to layout is 46.5%. Per the OpenROAD floorplan log, the height of the die is 131 um. Entering global routing, the biggest net connects 25 pins. In this run the tools logged warnings totalling 64. The highest net fanout along the worst path works out to 6. The run gives 0.403 as the post-layout utilization of the core.

Prior to clock tree synthesis, the placed netlist has a worst setup slack of 17,560 ps. Setup repair after global routing left no endpoint under its margin. The synthesized netlist was found by Yosys to have 473 cells. After layout, the worst setup slack is 17,560 ps. The run gives 4.73 for the via density per instance. The total global-route track usage is 0.134.

The classification of the worst-slack hold path is in -> out. The report lists the number of standard-cell rows as 40. The tools report the number of clock buffer instances in the layout as 0. The kind of end point of the critical path was an output port. Summed over all failing endpoints, the final setup total negative slack is 0 ps. The worst slew margin relative to its limit is 0.478. After clock tree synthesis, the repair step resized 0 gates. Listed in order, past its start point the critical path passes clkdlybuf4s50_1 -> ha_1 -> fa_1 -> a21o_1 -> a21oi_1 -> nor2b_1 -> o21a_1 -> a21o_1 -> and2_1 -> and3_1 -> xor2_1 -> o2bb2ai_1 -> clkdlybuf4s50_1. As logged by OpenROAD, the buffers inserted on ports number 163. Buffers added to address setup during post-CTS repair amount to 0.
[worst paths after layout]
| path | startpoint | endpoint | slack, ps | cells past startpoint |
|---|---|---|---|---|
| setup / recovery | Cur_PC[0] | BrPC[20] | 17560 | 13 |
| hold / removal | Cur_PC[0] | PC_Four[0] | 14910 | 2 |
[through the flow]
| stage | area (um2) | cells |
|---|---|---|
| after detailed placement | 4860 | 779 |
| after CTS | 4860 | 779 |
| final | 4860 | 779 |
| after floorplan | 3480 | 516 |
| after global placement | 4860 | 779 |
| after global routing | 4860 | 779 |
[final cells by class]
cell class         instances  area share
inverters                 14      0.0108
multi-input cells        432       0.607
well taps                168      0.0433
repair buffers           165       0.339
[cells by family (layout without fill, tap and decap cells)]
logic type,after synthesis,in the layout
AND-OR/OR-AND,140,140
XOR/XNOR,64,64
adder cells (fa/ha/maj),44,44
AND/OR/NAND/NOR,139,139
multiplexers,1,1
other,1,44
buffers and inverters,84,179
[power groups by stage]
stage | Clock (mW) | Combinational, mW | Sequential, mW
CTS | 0 | 0.0761 | 0
global route | 0 | 0.0830 | 0
finish | 0 | 0.0751 | 0
[worst max-delay path: cells and delay by family]
kind	cells	cell delay [ps]
and+or+nand+nor	3	570
buffers and inverters	2	950
adders and majority gates	2	670
AOI/OAI and AO/OA	5	1060
xor gates and xnor gates	1	190
[placed cells by master, fill, tap and decap left out, drive strengths merged, types with 8 or more instances in the layout]
cell type      count
clkdlybuf4s50    163
nand2             52
xnor2             44
conb              44
ha                42
a21oi             37
o21ai             30
nor2              24
xor2              20
a21o              17
nand3             15
inv               14
o2bb2ai           11
nand4              8
[metal layers]
layer / GRT usage / part of all wire
met5: 0 / 0
met4: 0.0157 / 0.012
met3: 0.0274 / 0.086
met2: 0.232 / 0.47
met1: 0.171 / 0.43
[synth_stat cells, types with 3 or more instances]
cell / number / area share
nor2b_1: 7 / 0.013
xnor2_1: 44 / 0.12
a21oi_1: 36 / 0.054
nor3b_1: 3 / 0.0068
nor2_1: 24 / 0.027
a211o_1: 3 / 0.0079
a221o_1: 4 / 0.012
nand3_1: 15 / 0.023
ha_1: 42 / 0.16
o21ai_0: 28 / 0.042
nand4_1: 8 / 0.015
clkbuf_1: 11 / 0.012
nand2_1: 51 / 0.058
inv_1: 14 / 0.016
and2_1: 5 / 0.0094
nand2b_1: 3 / 0.0057
xor2_1: 20 / 0.053
a22oi_1: 5 / 0.011
o31ai_1: 4 / 0.0091
and4_1: 7 / 0.018
a21o_1: 17 / 0.038
buf_4: 56 / 0.13
o21bai_1: 4 / 0.0091
o21a_1: 3 / 0.0068
o2bb2ai_1: 11 / 0.029
and3_1: 7 / 0.013
Power figures rest on the tool's default switching activity, not on a simulated workload.
