[./run.sh]
#!/bin/bash
# OpenROAD 26Q1-2900-gdf79404cd8, Yosys 0.63+post, stock flow scripts
make -C /OpenROAD-flow-scripts/flow DESIGN_CONFIG=/design/flow/config.mk WORK_HOME=/design/flow/orfs finish
[./config.mk]
export PLATFORM = sky130hd
export DESIGN_NAME = RegFile
export DESIGN_NICKNAME = RegFile
export VERILOG_FILES = /design/flow/design.v
export SDC_FILE = /design/flow/constraint.sdc
export NUM_CORES = 4
export LEC_CHECK = 1
export CORE_UTILIZATION = 50
[./constraint.sdc]
current_design RegFile

set clk_period 15.5
set clk_io_pct 0.2

create_clock -name clk0 -period $clk_period [get_ports {clk}]

set non_clock_inputs [all_inputs -no_clocks]
set_input_delay [expr $clk_period * $clk_io_pct] -clock clk0 $non_clock_inputs
set_output_delay [expr $clk_period * $clk_io_pct] -clock clk0 [all_outputs]
[./design.v]
package Pipe_Buf_Reg_PKG;
  typedef struct packed {
    logic [8:0]  Curr_Pc;
    logic [31:0] Curr_Instr;
  } if_id_reg;
  typedef struct packed {
    logic        ALUSrc;
    logic        MemtoReg;
    logic        RegWrite;
    logic        MemRead;
    logic        MemWrite;
    logic [1:0]  ALUOp;
    logic        Branch;
    logic        Jump;           
    logic [1:0]  JumpType;       
    logic        Halt;           
    logic [8:0]  Curr_Pc;
    logic [31:0] RD_One;
    logic [31:0] RD_Two;
    logic [4:0]  RS_One;
    logic [4:0]  RS_Two;
    logic [4:0]  rd;
    logic [31:0] ImmG;
    logic [2:0]  func3;
    logic [6:0]  func7;
    logic [31:0] Curr_Instr;
  } id_ex_reg;
  typedef struct packed {
    logic        RegWrite;
    logic        MemtoReg;
    logic        MemRead;
    logic        MemWrite;
    logic        Jump;           
    logic [1:0]  JumpType;       
    logic        Halt;           
    logic [31:0] Pc_Imm;
    logic [31:0] Pc_Four;
    logic [31:0] PC_Plus4;       
    logic [31:0] Imm_Out;
    logic [31:0] Alu_Result;
    logic [31:0] RD_Two;
    logic [4:0]  rd;
    logic [2:0]  func3;
    logic [6:0]  func7;
    logic [31:0] Curr_Instr;
  } ex_mem_reg;
  typedef struct packed {
    logic        RegWrite;
    logic        MemtoReg;
    logic        Jump;           
    logic [1:0]  JumpType;       
    logic        Halt;           
    logic [31:0] Pc_Imm;
    logic [31:0] Pc_Four;
    logic [31:0] PC_Plus4;       
    logic [31:0] Imm_Out;
    logic [31:0] Alu_Result;
    logic [31:0] MemReadData;
    logic [4:0]  rd;
    logic [31:0] Curr_Instr;
  } mem_wb_reg;
endpackage
`timescale 1ns / 1ps
module RegFile #(
    parameter DATA_WIDTH = 32,   
    parameter ADDRESS_WIDTH = 5,   
    parameter NUM_REGS = 32
) (
    input clk,   
    input rst,   
    input rg_wrt_en,   
    input  [ADDRESS_WIDTH-1:0] rg_wrt_dest,  
    input [ADDRESS_WIDTH-1:0] rg_rd_addr1,   
    input [ADDRESS_WIDTH-1:0] rg_rd_addr2,   
    input  [DATA_WIDTH-1:0] rg_wrt_data,  
    output logic [DATA_WIDTH-1:0] rg_rd_data1,   
    output logic [DATA_WIDTH-1:0] rg_rd_data2    
);
  integer i;
  logic [DATA_WIDTH-1:0] register_file[NUM_REGS-1:0];
  always @(negedge clk) begin
    if (rst == 1'b1) for (i = 0; i < NUM_REGS; i = i + 1) register_file[i] <= 0;
    else if (rst == 1'b0 && rg_wrt_en == 1'b1) begin
      register_file[rg_wrt_dest] <= rg_wrt_data;
    end
  end
  assign rg_rd_data1 = register_file[rg_rd_addr1];
  assign rg_rd_data2 = register_file[rg_rd_addr2];
endmodule
==> flow_summary.toml <==
# flow metrics
[floorplanning]
fp_util_pct = 50.6
die_area_um2 = 114000
rows = 122
die_w_um = 337
die_h_um = 337
num_io_pins = 114
core_um2 = 111000

[cells_and_area]
area_growth_pct = 18.8
fillCellCount = 8757
largest_reg_flops = 1024
regMostFlops = "register_file"
drive_gt1_share_pct = 7.60
final_cells = 7204
layout_top_cell = "inv_1"
biggestRegsByFlops = "register_file x1024"
layout_top_cells = "inv_1, and2_1, mux2i_1, edfxtp_1, nand2_1"

[synthesis]
syn-cell-area_um2 = 56200
synth_seq_share_pct = 54.7
ys_cells = 4641
avgSynthCellArea_um2 = 12.1
area_leaders = "edfxtp_1, mux2i_1, and2_1, a22oi_1, a22o_1"
ys_ff = 1024
synthCells = 4641
ys_chip_area_um2 = 56200
ys_warn_count = 1
yosys.cell_types.count = 31
top_area_cell = "edfxtp_1"
synth.top_cell.area_share_pct = 54.7

[setup_path]
path_class = "register to primary output"
cp.required_ps = 12400
crit_path_start_kind = "register"
worstPathArrival_ps = 10570
cp_max_fo = 2
worst_setup_path_end_kind = "primary output"

[route]
drc = 0
wirelength_mm = 198
ant_nets = 0
wl_per_cell_um = 27.5
num_vias = 41797
viasPerCell = 5.80
drtIter0Drc = 2919
dr.pass1.iters = 6

[final_timing]
rsz0062_at_grt = "false"
slew_headroom_pct = 30.0
setup_tns_ps = 0
drv_slew = 0
setup_viol = 0
hold_viol_final = 0
worst_pin_slew_ps = 1050

[clock_network]
clock_sinks = 1024
cts_hold_buf = 0
tritoncts = "yes"
post_cts_buffers = 0
htreeDepth = 3
clkTransAtPathRegs_ps = 40
clock_path_buffers = 3
cts_resized = 0
cts_root_buf = "clkbuf_16"
cts_made_buffers = 120

[hold_path]
min_path_cells = 6
hold_class = "input port to primary output"

[global_routing]
grt_pass1_vias = 44152
antenna_found_initial = 6
grt_max_degree = 91
grt.overflow.total = 0
grt_pass1_wl_mm = 282
track_usage_pct = 38.1

[pwr]
finalPower_mw = 8.15
power.density_nw_per_um2 = 122
peakVddDrop_v = 0.0000884
leakagePower_nw = 30.0

[placed_design]
dp.cells = 5954
place.gp.congestion = 0.896
dpl.hpwl_mm = 109
io_buffers = 113

[outcome]
outcome = "completed"

[run]
log.warning_count = 1027
maxCapViolations = 0
[worst paths after layout]
kind                          startpoint               to
max   register_file[2][11]$_SDFFCE_NN0P_  rg_rd_data1[11]
min                       rg_rd_addr1[1]  rg_rd_data1[16]
[through the flow]
step                hold slack (ps)  setup slack (ps)  cell area (um2)  utilization, %
global placement               7420              1490            58700            52.9
CTS                            7420              1890            66700            60.1
detailed placement             7420              1510            58700            52.9
floorplan                      6460              2980            56200               -
finish                         7380              1830            66700            60.1
global route                   7490              1720            66700            60.1
[report_power, final]
group	internal (mW)	switching [mW]
clock network	2.19	1.84
logic	0.297	0.512
registers	3.22	0.0774
total	5.71	2.43
[layout make-up]
type / count / area, um2 / area share [%]
tap: 1488 / 1860 / 2.79
clock inverter: 1125 / 5010 / 7.51
sequential: 1024 / 30700 / 46.1
multi-input combinational: 3168 / 23400 / 35.1
antenna: 5 / 12.5 / 0.0187
timing repair buffer: 273 / 2640 / 3.96
clock buffer: 121 / 3030 / 4.54
[synthesized netlist by cell type (all sizes together)]
library cell,n
a21oi,192
a22o,128
a22oi,192
a31oi,64
and2,1026
buf,179
clkbuf,269
edfxtp,1024
inv,1
mux2i,1024
nand2,196
nand2b,5
nand3,194
nand3b,4
nor2,36
nor2b,5
nor3,64
or2,34
or3,2
or3b,2
[worst max-delay path, stage by stage (launching register included)]
cell and delay (ps):
edfxtp_1 350, mux2i_1 80, a22o_1 260, nor3_1 580, a31oi_1 160, nand3_1 130
clkdlybuf4s50_1 530
[routing by layer]
metal	share of wire [%]	up-vias	global-route usage (%)
li1	-	18938	-
met1	36	20008	48.1
met2	44	2402	51.5
met3	15	439	25.6
met4	4.7	10	19.2
met5	0.045	-	0.511
[cells by family (layout without fill, tap and decap cells)]
kind of cell           Yosys count  in the layout  synth area share (%)
other                            0              5                     0
flip-flops                    1024           1024                  54.7
AND/OR/NAND/NOR               1568           1568                  16.1
AND-OR/OR-AND                  576            576                  6.98
buffers and inverters          449           1519                  3.97
multiplexers                  1024           1024                  18.2
