### config.mk
export PLATFORM = sky130hd
export DESIGN_NAME = alu
export DESIGN_NICKNAME = alu
export VERILOG_FILES = /design/flow/design.v
export SDC_FILE = /design/flow/constraint.sdc
export NUM_CORES = 4
export LEC_CHECK = 1
export CORE_UTILIZATION = 50
### constraint.sdc
current_design alu

set clk_period 14.9
set clk_io_pct 0.2

create_clock -name clk0 -period $clk_period

set non_clock_inputs [all_inputs -no_clocks]
set_input_delay [expr $clk_period * $clk_io_pct] -clock clk0 $non_clock_inputs
set_output_delay [expr $clk_period * $clk_io_pct] -clock clk0 [all_outputs]
### design.v
package Pipe_Buf_Reg_PKG;
  typedef struct packed {
    logic [8:0]  Curr_Pc;
    logic [31:0] Curr_Instr;
  } if_id_reg;
  typedef struct packed {
    logic        ALUSrc;
    logic        MemtoReg;
    logic        RegWrite;
    logic        MemRead;
    logic        MemWrite;
    logic [1:0]  ALUOp;
    logic        Branch;
    logic        Jump;           
    logic [1:0]  JumpType;       
    logic        Halt;           
    logic [8:0]  Curr_Pc;
    logic [31:0] RD_One;
    logic [31:0] RD_Two;
    logic [4:0]  RS_One;
    logic [4:0]  RS_Two;
    logic [4:0]  rd;
    logic [31:0] ImmG;
    logic [2:0]  func3;
    logic [6:0]  func7;
    logic [31:0] Curr_Instr;
  } id_ex_reg;
  typedef struct packed {
    logic        RegWrite;
    logic        MemtoReg;
    logic        MemRead;
    logic        MemWrite;
    logic        Jump;           
    logic [1:0]  JumpType;       
    logic        Halt;           
    logic [31:0] Pc_Imm;
    logic [31:0] Pc_Four;
    logic [31:0] PC_Plus4;       
    logic [31:0] Imm_Out;
    logic [31:0] Alu_Result;
    logic [31:0] RD_Two;
    logic [4:0]  rd;
    logic [2:0]  func3;
    logic [6:0]  func7;
    logic [31:0] Curr_Instr;
  } ex_mem_reg;
  typedef struct packed {
    logic        RegWrite;
    logic        MemtoReg;
    logic        Jump;           
    logic [1:0]  JumpType;       
    logic        Halt;           
    logic [31:0] Pc_Imm;
    logic [31:0] Pc_Four;
    logic [31:0] PC_Plus4;       
    logic [31:0] Imm_Out;
    logic [31:0] Alu_Result;
    logic [31:0] MemReadData;
    logic [4:0]  rd;
    logic [31:0] Curr_Instr;
  } mem_wb_reg;
endpackage
`timescale 1ns / 1ps
module alu#(
        parameter DATA_WIDTH = 32,
        parameter OPCODE_LENGTH = 4
        )
        (
        input logic [DATA_WIDTH-1:0]    SrcA,
        input logic [DATA_WIDTH-1:0]    SrcB,
        input logic [OPCODE_LENGTH-1:0] Operation,
        output logic[DATA_WIDTH-1:0]    ALUResult
        );
        always_comb
        begin
            case(Operation)
            4'b0000:         
                    ALUResult = SrcA & SrcB;
            4'b0001:         
                    ALUResult = SrcA | SrcB;
            4'b0010:         
                    ALUResult = SrcA + SrcB;
            4'b0011:         
                    ALUResult = SrcA << SrcB[4:0]; 
            4'b0100:         
                    ALUResult = SrcA ^ SrcB;
            4'b0101:         
                    ALUResult = SrcA >> SrcB[4:0]; 
            4'b0110:         
                    ALUResult = SrcA - SrcB;
            4'b1000:         
                    ALUResult = (SrcA == SrcB) ? 1 : 0;
            4'b1001:         
                    ALUResult = (SrcA != SrcB) ? 1 : 0;
            4'b1010:         
                    ALUResult = $signed(SrcA) >>> SrcB[4:0];  
            4'b1100:         
                    ALUResult = ($signed(SrcA) < $signed(SrcB)) ? 1 : 0;
            4'b1101:         
                    ALUResult = ($signed(SrcA) >= $signed(SrcB)) ? 1 : 0;
            default:
                    ALUResult = 0;
            endcase
        end
endmodule
### run.sh
#!/bin/bash
# OpenROAD 26Q1-2900-gdf79404cd8, Yosys 0.63+post, stock flow scripts
make -C /OpenROAD-flow-scripts/flow DESIGN_CONFIG=/design/flow/config.mk WORK_HOME=/design/flow/orfs finish
==> results.ini <==
[run_status]
status=complete, no violations

[logic_synthesis]
yosys_warnings=1
xor_area_frac=0.00696
yosys.area_share.simple=0.220
ys_sh_aoi=0.401
syn_area_sq_mm=0.00881
ys_sh_adder=0.142
topCombFamilyByArea=AND-OR/OR-AND gates
muxShareOfSynthArea=0.130
yosysSeqAreaShare=0
netlist_instances=1328
synth.distinct_cells=90
avgSynthCellArea_sq_um=6.64
ys_cells=1328
ys_area_sq_mm=0.00881

[finish]
syn2layout_area_growth_pct=10.0
final_cells=1566
drive_above_1_share=0.0695
lay_top_cells=nor2_1 (153), a21oi_1 (115), o21ai_0 (112), nand2_1 (110), ha_1 (97)
seq_cells=0
clock_buffers=0
lay_top_count=nor2_1
seqCellArea_sq_um=0

[worst_setup_path]
startpoint_type=input pin
arrival_ns=7.42
worstSetupEndpointType=output pin
crit_required_ns=11.92
critPathMaxFanout=75
critPathKind=input pin to output pin

[timing]
clock.fmax_ghz=0.0961
finalMaxSlewViolations=0
slew_headroom=0.394
final.setup.tns_ns=0
finalHoldViolations=0
period_minus_slack_ns=10.40
tightest_slew_ns=0.906
setup_violations=0
rsz0062_at_grt=false
fin_crit_sh=0.698
whs_ns=7.09

[placed_design]
io_buffers=100
dp.cells=1564
gp_congestion=1.06
dpl.hpwl_um=31000

[power]
power.switching_uw=233
internal_power_uw=148
finalPower_uw=381
peakVddDrop_mv=0.0262
swShare=0.611
power.density_mw_per_mm2=39.3
leakage_nw=3.95

[global_routing]
antenna_found_initial=1
grt_pass1_vias=9728
grt_first_pass_wirelength_um=59300
grt_max_degree=76
overflow=0
grt_usage=0.441

[routing]
antenna_left=0
routed_via_density=7.03
drc=0
drt_iter0_markers=1552
routed-via-count=11000
avgRoutedWirePerCell_um=25.5
wl_um=39900
dr.pass1.iters=6

[floorplanning]
die_area_sq_mm=0.0182
ios=100
fp-utilization=0.511
die_y_um=135
die_w_um=135
fp.coreArea_sq_mm=0.0172
rows=48

[flow_run]
tool_warnings=98
cap_violations=0

[clocking]
hold_buffers=0
post_cts_buffers=0
post_cts_resized=0

[min_path]
hp-class=input pin to output pin

logic make-up (layout without fill, tap and decap cells):
logic type / count (synthesis) / after routing
AOI/OAI and AO/OA: 519 / 519
and+or+nand+nor: 419 / 419
buffers and inverters: 200 / 211
adders and majority gates: 99 / 99
muxes: 84 / 84
xor gates and xnor gates: 7 / 7
other: 0 / 2
cell usage after synthesis, types with 4 or more instances:
master | number | area (sq um)
xnor2_1 | 7 | 61.3
a221oi_1 | 19 | 166
o221ai_1 | 11 | 96.3
mux2_2 | 13 | 146
a21oi_1 | 115 | 576
ha_1 | 97 | 1210
or2_2 | 7 | 43.8
o311ai_0 | 6 | 52.6
mux4_2 | 23 | 518
a21o_1 | 13 | 97.6
nand4_1 | 6 | 37.5
and2_1 | 6 | 37.5
a31oi_1 | 12 | 75.1
buf_1 | 11 | 41.3
nor3_1 | 36 | 180
nand2_1 | 110 | 413
buf_4 | 4 | 30.0
a221o_1 | 11 | 110
nand2b_1 | 12 | 75.1
a311oi_1 | 8 | 70.1
o22ai_1 | 19 | 119
clkbuf_8 | 6 | 82.6
or3_1 | 9 | 56.3
o2111ai_1 | 14 | 123
a31o_2 | 4 | 35.0
nand3_1 | 34 | 170
o21bai_1 | 13 | 97.6
inv_1 | 92 | 345
o211a_1 | 5 | 50.1
o211ai_1 | 36 | 270
nor2b_1 | 13 | 81.3
nor2_1 | 154 | 578
a22oi_1 | 23 | 173
and3_1 | 7 | 43.8
nor4_1 | 4 | 25.0
a21boi_0 | 4 | 30.0
buf_2 | 27 | 135
mux2i_1 | 48 | 480
clkbuf_1 | 55 | 206
o21ai_0 | 112 | 561
o31a_1 | 4 | 35.0
a211oi_1 | 28 | 210
a211o_1 | 4 | 35.0
o21a_1 | 9 | 67.6
o31ai_1 | 10 | 75.1
routing by layer:
metal  share of wire  GRT usage  up-vias  wire, um
met2            0.43      0.656      712     17100
met3            0.14      0.141       80      5430
met5               0          0        -         0
met4           0.031      0.115        0      1250
li1                -          -     5016         -
met1            0.40      0.618     5204     16100
metrics by stage:
| step | utilization | setup WS [ns] | area (sq um) |
|---|---|---|---|
| final | 0.563 | 4.50 | 9700 |
| after global routing | 0.563 | 4.30 | 9700 |
| after CTS | 0.563 | 4.66 | 9700 |
| after detailed placement | 0.563 | 4.68 | 9700 |
| after global placement | 0.563 | 4.68 | 9700 |
| after floorplan | - | 5.64 | 8810 |
power groups by stage:
stage	clock network, mW	registers [mW]	logic (mW)
4_1_cts	0	0	0.368
5_1_grt	0	0	0.407
final cells by class:
class,count,area [sq um]
Fill cell,1740,7540
Multi-Input combinational cell,1128,7960
Inverter,94,353
Timing Repair Buffer,117,1110
Antenna cell,2,5.00
Tap cell,225,282
critical path, cell delays in order:
cell and delay (ns):
buf_2 0.07, buf_4 0.57, inv_2 0.47, ha_1 0.56
o211ai_1 0.14, o211ai_1 0.27, a41oi_1 0.31, o31ai_1 0.45
a31oi_1 0.25, o41ai_1 0.41, a221o_1 0.23, nand2_1 0.07
o2111ai_1 0.12, clkdlybuf4s50_1 0.50
final timing paths:
| kind | from | to | slack (ns) | cells past startpoint |
|---|---|---|---|---|
| setup / recovery | SrcB[3] | ALUResult[27] | 4.50 | 14 |
| hold / removal | SrcB[4] | ALUResult[8] | 7.09 | 5 |
Power is estimated from default activity; no workload was simulated.
